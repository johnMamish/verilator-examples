[/design/flow/config.mk]
export PLATFORM = sky130hd
export DESIGN_NAME = pipelined_divider
export DESIGN_NICKNAME = pipelined_divider
export VERILOG_FILES = /design/flow/design.v
export SDC_FILE = /design/flow/constraint.sdc
export NUM_CORES = 4
export LEC_CHECK = 1
export CORE_UTILIZATION = 40
[/design/flow/constraint.sdc]
current_design pipelined_divider

set clk_period 9.8
set clk_io_pct 0.2

create_clock -name clk0 -period $clk_period [get_ports {clock}]

set non_clock_inputs [all_inputs -no_clocks]
set_input_delay [expr $clk_period * $clk_io_pct] -clock clk0 $non_clock_inputs
set_output_delay [expr $clk_period * $clk_io_pct] -clock clk0 [all_outputs]
[/design/flow/design.v]
`timescale 1ns/100ps
module pipelined_divider (input                             clock,
                          input                             input_valid,
                          input                       [5:0] input_tag,
                          input       [divisor_width - 1:0] divisor,
                          input      [dividend_width - 1:0] dividend,
                          output reg                        output_valid,
                          output reg                  [5:0] output_tag,
                          output reg [dividend_width - 1:0] quotient,
                          output reg [dividend_width - 1:0] remainder);
    parameter dividend_width = 16, divisor_width = 8, stages = dividend_width + 1;
    reg [dividend_width + divisor_width - 1:0] divisors   [0:stages];
    reg [dividend_width + divisor_width - 1:0] remainders [0:stages];
    reg [dividend_width - 1:0]                 quotients  [0:stages];
    reg neg_flags [0:stages];  
    reg stage_valid [0:stages];
    reg [5:0] stage_tag [0:stages];
    always @(posedge clock) begin
        if (dividend[dividend_width - 1] == 1'b1) begin
            neg_flags[0] <= 1'b1;
            remainders[0] <= {{divisor_width{1'b0}}, -dividend};
        end else begin
            neg_flags[0] <= 1'b0;
            remainders[0] <= {{divisor_width{1'b0}}, dividend};
        end
        divisors[0]   <= {divisor, {dividend_width{1'b0}}};
        quotients[0]  <= {dividend_width{1'b0}};
        stage_valid[0] <= input_valid;
        stage_tag[0] <= input_tag;
    end
    genvar i;
    generate
        for (i = 0; i < stages; i = i + 1) begin
            always @(posedge clock) begin
                if (remainders[i] - divisors[i] <= remainders[i]) begin  
                    remainders[i + 1] <= remainders[i] - divisors[i];
                    quotients[i + 1] <= (quotients[i] << 1) | 1;
                end else begin  
                    remainders[i + 1] <= remainders[i];
                    quotients[i + 1] <= quotients[i] << 1;
                end
                divisors[i + 1] <= divisors[i] >> 1;
                neg_flags[i + 1] <= neg_flags[i];
                stage_valid[i + 1] <= stage_valid[i];
                stage_tag[i + 1] <= stage_tag[i];
            end
        end
    endgenerate
    always @(posedge clock) begin
        if (neg_flags[stages]) begin
            quotient <= -quotients[stages];
            remainder <= -remainders[stages];  
        end else begin
            quotient <= quotients[stages];
            remainder <= remainders[stages];
        end
        output_valid <= stage_valid[stages];
        output_tag <= stage_tag[stages];
    end
endmodule
[/design/flow/run.sh]
#!/bin/bash
# OpenROAD 26Q1-2900-gdf79404cd8, Yosys 0.63+post, stock flow scripts
make -C /OpenROAD-flow-scripts/flow DESIGN_CONFIG=/design/flow/config.mk WORK_HOME=/design/flow/orfs finish
==> flow_metrics.py <==
# Flow results
metrics = {
    "critical_path": {
        "timing.critical_path.slowest_stage_cell": "a21boi_2",
        "timing.critical_path.cells": "inv_1 > ha_1 > fa_1 > nor2b_1 > o21ai_0 > nand2_1 > a21o_1 > a21o_1 > a21o_1 > nand2_1 > nand2_1 > nor3_1 > ha_1 > xnor2_1 > nor2_1 > nand3_1 > a21oi_1 > nor4bb_1 > a221o_2 > nor2_2 > a21boi_2 > buf_4 > mux2_2",
        "worst-path-max-fanout": 10,
        "crit_buf_inv": 2,
        "reg2reg_to": "remainders[15][8]",
        "data_arrival_time_of_the_worst_path_ns": 5.83,
        "setup.worst_path.start_class": "flip-flop",
        "r2r_start": "remainders[14][2]",
        "timing_worst_setup_path_type": "flip-flop to flip-flop",
        "cp_data_required_time_ns": 10.32,
        "path_delay_family": "AND-OR/OR-AND gates",
        "slowest_delay_ns": 0.51,
        "r2r_slack_ns": 4.50,
        "reg2regPathDepth": 23,
        "endpoint_kind": "flip-flop",
    },
    "clocking": {
        "ctsRootBufferMaster": "clkbuf_16",
        "tritoncts": "yes",
        "number_of_buffers_created_by_cts": 93,
        "ctsHtreeMaxLevel": 3,
        "max-clock-path-buffers": 3,
        "cts_resized": 0,
        "postCtsSetupBuffers": 0,
        "worst_setup_hold_path_clk_slew_ns": 0.06,
        "cts.sinks": 871,
        "insertion_delay_ns": 0.64,
        "cts_hold_repair.buffers": 0,
    },
    "yosys": {
        "synth_largest_type_area_fraction": 0.502,
        "synthDominantAreaCellType": "dfxtp_1",
        "area_leaders": "dfxtp_1 (50%), ha_1 (12%), inv_1 (4.2%)",
        "synth.mux.area_fraction": 0.0483,
        "prevailing_logic_family_in_the_synthesized_netlist": "adder cells",
        "number_of_enable_flip_flop_cells": 0,
        "netlist_instances": 3358,
        "count_of_instantiated_cells_in_the_yosys_netlist": 3358,
        "synthesis.yosys.warnings": 7,
        "ys_sh_aoi": 0.114,
        "ys_sh_simple": 0.105,
        "yosys.stat.chipArea_mm2": 0.0347,
        "mappedNetlistArea_mm2": 0.0347,
        "synth_adder_area_share": 0.125,
        "ff_type": "dfxtp_1",
        "ys_async_sr_fraction": 0,
        "ys_seq_frac": 0.502,
        "ys_top_cells_by_count": "dfxtp_1 (871), inv_1 (392), ha_1 (321)",
        "synthesis_stage_register_bit_count": 871,
        "synthDistinctLibCells": 87,
        "synthXorXnorAreaFrac": 0.0585,
        "top_cell": "dfxtp_1",
        "avgSynthCellArea_um2": 10.3,
    },
    "global_routing": {
        "grt_util_met3": 0.0236,
        "grt_util_met2": 0.227,
        "global_route.peak_usage_layer": "met1",
        "groute.layer.met1.usage": 0.231,
        "grt.overflow.total": 0,
        "gr-usage-all-layers": 0.151,
        "first_pass_grt_wire_length_um": 105000,
        "grt_max_degree": 33,
        "grt_pass1_vias": 21400,
        "antenna_violations_before_repair": 4,
    },
    "flow_run": {
        "max-cap-violations": 0,
        "warnings": 41,
    },
    "floorplan": {
        "floorplan.die.width_um": 297,
        "die.size.y_um": 297,
        "ioPinCount": 71,
        "rows": 107,
        "design.die.area_mm2": 0.0880,
        "core_area_mm2": 0.0855,
        "fp_util": 0.406,
    },
    "cells_and_area": {
        "n_fill_cell": 7757,
        "finish.cell_count_without_fillers": 4733,
        "combGateArea_mm2": 0.0157,
        "final_layout_size_suffix_gt1_frac": 0.0839,
        "sequential_cell_area_mm2": 0.0174,
        "area_growth_syn_to_layout_pct": 15.6,
        "fraction_of_the_core_area_covered_by_cells_at_the_end_of_the_flow": 0.469,
    },
    "sta": {
        "final.setup.worst_slack_ns": 4.50,
        "clock_skew_ns": 0.0245,
        "hold_viol": 0,
        "slew_viol_final": 0,
        "max_freq_mhz": 189,
        "max_slew_margin": 0.378,
        "unrepaired_setup_endpoints_after_global_routing": "no",
        "period_used_share": 0.541,
        "timing.setup.tns_ns": 0,
        "worst_slew_pin_slew_ns": 0.933,
        "setup_viol_count_final": 0,
        "clock_period_minus_worst_slack_ns": 5.30,
    },
    "placement": {
        "port-buffer-count": 70,
        "finalWeightedCongestion": 0.877,
        "hpwlAfterDp_um": 46900,
        "placedCellCount": 4562,
        "place_worst_setup_slack_ns": 4.54,
    },
    "detailed_routing": {
        "ant_nets": 0,
        "first_pass_iters": 5,
        "detail_route.wirelength_um": 62600,
        "drt-vias-per-instance": 4.71,
        "drt_drc_violations_left": 0,
        "vias": 22300,
        "route.antenna.diode_count": 0,
        "dr.first_iter.drc_count": 1002,
        "detail_route.wl_per_cell_um": 13.2,
    },
    "min_path": {
        "hold_path_class": "flip-flop to flip-flop",
        "min_delay_worst_endpoint": "stage_tag[11][0]",
        "hold_start": "stage_tag[10][0]",
        "hold_path_depth": 0,
    },
    "status": {
        "status": "completed",
    },
    "pwr": {
        "vdd.ir_drop.worst_v": 0.000171,
        "power_density_mw_per_mm2": 381,
        "p_total_w": 0.0153,
        "p_leak_nw": 18.2,
    },
}
cells by family (layout without fill, tap and decap cells):
| logic type | count (synthesis) | count (layout) |
|---|---|---|
| multiplexers | 156 | 156 |
| other | 1 | 6 |
| XOR/XNOR | 232 | 232 |
| adder cells (fa/ha/maj) | 337 | 337 |
| AND-OR/OR-AND | 603 | 603 |
| buffers and inverters | 423 | 649 |
| flip-flops | 871 | 871 |
| AND/OR/NAND/NOR | 735 | 735 |
power by group:
group / total (W) / switching (W) / internal (W) / leakage (nW)
combinational: 0.00642 / 0.00342 / 0.00300 / 9.28
clock: 0.00362 / 0.00139 / 0.00223 / 1.61
sequential: 0.00525 / 0.000720 / 0.00453 / 7.33
registers in the layout (all words and copies together) (netlist names):
name          count
remainders      416
divisors        136
quotients       136
stage_tag       108
neg_flags        18
stage_valid      18
quotient         16
remainder        16
output_tag        6
output_valid      1
metrics by stage:
| step | area, um^2 | hold slack (ns) |
|---|---|---|
| after global routing | 40200 | 0.317 |
| final | 40200 | 0.311 |
| after floorplan | 34800 | 0.310 |
| after CTS | 40200 | 0.311 |
| after global placement | 36900 | 0.310 |
| after detailed placement | 36900 | 0.312 |
worst reg2reg max path, delay by kind of cell, from the launching register on:
family	cells	cell delay [ns]
adders and majority gates	3	0.71
DFF	1	0.31
xor gates and xnor gates	1	0.15
AOI/OAI and AO/OA	7	1.87
buffers and inverters	2	0.39
and+or+nand+nor	9	1.41
muxes	1	0.36
cell usage in the layout (no fill, tap or decap), drive strengths merged, types with 44 or more instances in the layout:
cell           instances
nor2                 200
mux2                  88
clkdlybuf4s50         70
dfxtp                871
o21ai                146
a21oi                143
nand2                168
inv                  396
nor3                  78
nor2b                 44
xnor2                132
a21o                  60
xor2                 100
mux2i                 68
clkbuf               131
ha                   321
how the worst max path moves through the flow:
stage / end / cells after the start / start / slack, ns
global route: remainders[15][8] / 23 / remainders[14][2] / 4.11
finish: remainders[15][8] / 23 / remainders[14][2] / 4.50
CTS: remainders[15][8] / 23 / remainders[14][2] / 4.54
cell type report:
cell class,instances,area share
Multi-Input combinational cell,2069,0.391
Inverter,392,0.0366
Timing Repair Buffer,86,0.0204
Tap cell,1144,0.0356
Sequential cell,871,0.434
Clock inverter,40,0.0142
Clock buffer,131,0.0675
routing by layer:
| metal | vias to the layer above | routed length [um] | share of wire |
|---|---|---|---|
| li1 | 11800 | - | - |
| met1 | 9940 | 31600 | 0.50 |
| met2 | 374 | 26300 | 0.42 |
| met3 | 139 | 2710 | 0.043 |
| met4 | 2 | 1980 | 0.032 |
| met5 | - | 13 | 0.00021 |
Power is estimated from default activity; no workload was simulated.
